`flow/config.mk`:
```
export PLATFORM = sky130hd
export DESIGN_NAME = top
export DESIGN_NICKNAME = top
export VERILOG_FILES = /design/flow/design.v
export SDC_FILE = /design/flow/constraint.sdc
export NUM_CORES = 4
export LEC_CHECK = 1
export CORE_UTILIZATION = 30
```
`flow/constraint.sdc`:
```
current_design top

set clk_period 5.8
set clk_io_pct 0.2

create_clock -name clk0 -period $clk_period [get_ports {clk_12mhz_i}]

set non_clock_inputs [all_inputs -no_clocks]
set_input_delay [expr $clk_period * $clk_io_pct] -clock clk0 $non_clock_inputs
set_output_delay [expr $clk_period * $clk_io_pct] -clock clk0 [all_outputs]
```
`flow/design.v`:
```
module lcd_controller (
  input  [0:0] fpga_clk_i, 
  input  [0:0] fpga_reset_i, 
  input  [0:0] button_next_i, 
  input  [0:0] button_ok_i, 
  input  [0:0] button_prev_i, 
  output [0:0] valid_o, 
  output [7:0] lcd_data_o, 
  output [0:0] lcd_reset_o, 
  output [0:0] lcd_enable_o 
  );
  reg [0:0] lcd_reset, lcd_enable; 
  reg [7:0] lcd_data; 
  assign lcd_data_o = lcd_data; 
  assign lcd_reset_o = lcd_reset; 
  assign lcd_enable_o = lcd_enable; 
  reg [0:0] button_next, button_prev, button_ok; 
  enum {INIT, PAGE_1, PAGE_2, PAGE_3, PAGE_4, ERROR} State;
  reg [3:0] char_index;  
  reg [0:0] line_index;  
  int step; 
  always_ff @(posedge fpga_clk_i) begin
    step <= step + 1; 
  end
  always_ff @(posedge fpga_clk_i) begin
    case (step) 
       0: begin
        lcd_data <= 8'b00110000;
        lcd_reset <= 1'b0; 
        lcd_enable <= 1'b1; 
      end
       4: begin 
        lcd_data <= 8'b00011100;
        lcd_reset <= 1'b0; 
        lcd_enable <= 1'b1; 
      end
       6: begin
        lcd_data <= 8'b11100000;
        lcd_reset <= 1'b0; 
        lcd_enable <= 1'b1;  
      end
       8: begin
        lcd_data <= 8'b10000000;
        lcd_reset <= 1'b0; 
        lcd_enable <= 1'b1; 
      end
      10: begin
        lcd_data <= 8'b00000001;
        lcd_reset <= 1'b0; 
        lcd_enable <= 1'b1; 
      end
      20: begin
        lcd_data <= 8'b01001000;
        lcd_reset <= 1'b1; 
        lcd_enable <= 1'b1; 
      end
      22: begin
        lcd_data <= 8'h65;
        lcd_reset <= 1'b1; 
        lcd_enable <= 1'b1; 
      end
      24: begin
        lcd_data <= 8'h6C;
        lcd_reset <= 1'b1; 
        lcd_enable <= 1'b1; 
      end
      26: begin
        lcd_data <= 8'h6C;
        lcd_reset <= 1'b1; 
        lcd_enable <= 1'b1; 
      end
      28: begin
        lcd_data <= 8'h6F;
        lcd_reset <= 1'b1; 
        lcd_enable <= 1'b1; 
      end
      30: begin
        lcd_data <= 8'h2C;
        lcd_reset <= 1'b1; 
        lcd_enable <= 1'b1; 
      end
      32: begin
        lcd_data <= 8'h20;
        lcd_reset <= 1'b1; 
        lcd_enable <= 1'b1; 
      end
      34: begin
        lcd_data <= 8'h77;
        lcd_reset <= 1'b1; 
        lcd_enable <= 1'b1; 
      end
      36: begin
        lcd_data <= 8'h6F;
        lcd_reset <= 1'b1; 
        lcd_enable <= 1'b1; 
      end
      38: begin
        lcd_data <= 8'h72;
        lcd_reset <= 1'b1; 
        lcd_enable <= 1'b1; 
      end
      40: begin
        lcd_data <= 8'h6C; 
        lcd_reset <= 1'b1; 
        lcd_enable <= 1'b1; 
      end
      42: begin
        lcd_data <= 8'h64;
        lcd_reset <= 1'b1; 
        lcd_enable <= 1'b1; 
      end
      50: begin
        lcd_data <= 8'h00; 
        lcd_reset <= 1'b0; 
        lcd_enable <= 1'b0; 
      end
      default : begin
        if (step >= 0 && step < 20) begin
          lcd_reset <= 1'b0; 
        end
        else begin
          lcd_reset <= 1'b1; 
        end
        lcd_data <= lcd_data_o; 
        lcd_enable <= lcd_enable_o; 
      end
    endcase 
  end
endmodule
module top
  (input [0:0] clk_12mhz_i
  ,input [0:0] reset_n_async_unsafe_i
  ,input [3:1] button_async_unsafe_i
  ,input  [7:2] pmod_1b
  ,output [7:0] data_o
  ,output reset_o
  ,output enable_o
   );
   wire reset_n_sync_r;
   wire reset_sync_r;
   wire reset_r;  
   dff
     #()
   sync_a
     (.clk_i(clk_12mhz_i)
     ,.reset_i(1'b0)
     ,.d_i(reset_n_async_unsafe_i)
     ,.q_o(reset_n_sync_r));
   inv
     #()
   inv
     (.a_i(reset_n_sync_r)
     ,.b_o(reset_sync_r));
   dff
     #()
   sync_b
     (.clk_i(clk_12mhz_i)
     ,.reset_i(1'b0)
     ,.d_i(reset_sync_r)
     ,.q_o(reset_r));
  reg button_reset, button_next, button_prev, button_ok, button_unused; 
  reg signal_reset, valid_i; 
  assign button_reset = pmod_1b[7]; 
  assign signal_reset = (button_reset || reset_r); 
  lcd_controller lcd_ctrl (
    .fpga_clk_i(clk_12mhz_i), 
    .fpga_reset_i(signal_reset), 
    .button_next_i(pmod_1b[4]), 
    .button_ok_i(pmod_1b[5]), 
    .button_prev_i(pmod_1b[6]), 
    .valid_o(valid_i), 
    .lcd_data_o(data_o), 
    .lcd_reset_o(reset_o), 
    .lcd_enable_o(enable_o)
  ); 
endmodule
module dff
  #(parameter [0:0] reset_val_p = 1'b0)
  (input [0:0] clk_i
  ,input [0:0] reset_i  
  ,input [0:0] d_i
  ,output [0:0] q_o);
   logic [0:0] q_r;
   always_ff @(posedge clk_i) begin
      if(reset_i) begin  
	q_r <= reset_val_p;
      end else begin
	q_r <= d_i;
      end
   end
   assign q_o = q_r;
endmodule
module inv
  (input [0:0] a_i
  ,output [0:0] b_o);
   assign b_o = ~a_i;
endmodule
```
`flow/run.sh`:
```
#!/bin/bash
# OpenROAD 26Q1-2900-gdf79404cd8, Yosys 0.63+post, stock flow scripts
make -C /OpenROAD-flow-scripts/flow DESIGN_CONFIG=/design/flow/config.mk WORK_HOME=/design/flow/orfs finish
```
==> out/summary.rpt <==
STATUS
------------------------------------------------------------------------------------
Outcome                                                                 finished, final reports clean

CTS
------------------------------------------------------------------------------------
Clock Root Buffer                                                       sky130_fd_sc_hd__clkbuf_8
H-tree Lvls                                                                        2
CTS resizes                                                                        0
Clock tree buffer depth                                                            2
Number of sinks on the clock net                                                  42
CTS tree                                                                         yes
CTS buffer count                                                                   5
CTS Hold Bufs                                                                      0
Clk pin slew, worst setup/hold paths                                         0.06 ns
Number of post-CTS setup repair buffers                                            0
Source-to-sink clock delay at the later pin of the worst-skew pair           0.25 ns

GLOBAL ROUTE
------------------------------------------------------------------------------------
Final global-route overflow total                                                  0
First-pass GRT wire length                                                   6.84 mm
Largest net degree at the start of global routing                                 21
Aggregate global-route resource usage                                          0.118
Via count of the first global-routing pass                                     1,447
Number of antenna violations at the first check in global routing                  0

POWER
------------------------------------------------------------------------------------
Proportion of total power due to net switching                                 0.140
Total net switching power                                                    63.8 uW
Maximum vdd drop                                                         0.0000727 V
Comb power frac                                                                    0
Reported leakage power                                                   0.000713 uW
Clock share of power                                                           0.348
Power Dens Cells                                                         198 nW/um^2
Portion of total power attributed to sequential cells                          0.652
Internal power summed over all cells                                          392 uW

LOGIC SYNTHESIS
------------------------------------------------------------------------------------
Total of flip-flops plus latches after synthesis                                  42
Yosys cell count                                                                 218
Number of enable flip-flop cells                                                   9
Area leader share                                                              0.318
Count of different cell masters after synthesis                                   42
Async set-or-reset flop fraction in the synthesized netlist                        0
Yosys warning count                                                                4
Dominant cell by count in the synthesized netlist                       sky130_fd_sc_hd__dfxtp_1
Combined area of all synthesized cells                                     2070 um^2
Post-synth top cells                                                    sky130_fd_sc_hd__dfxtp_1 (33), sky130_fd_sc_hd__xnor2_1 (25), sky130_fd_sc_hd__nand2_1 (21), sky130_fd_sc_hd__nand3_1 (18), sky130_fd_sc_hd__nand4_1 (10)
Post-synth seq share                                                           0.449
Cells taking the most area after synthesis                              sky130_fd_sc_hd__dfxtp_1 (32%), sky130_fd_sc_hd__edfxtp_1 (13%), sky130_fd_sc_hd__xnor2_1 (11%)
Post-synthesis average cell area                                           9.52 um^2
Number of standard cells after synthesis                                         218
Largest area contributor in the synthesized netlist                     sky130_fd_sc_hd__dfxtp_1
Yosys-reported design area after synthesis                                 2070 um^2
Dominant register cell in the synthesized netlist                       sky130_fd_sc_hd__dfxtp_1

TIMING
------------------------------------------------------------------------------------
Headroom to the max-slew limit                                                 0.435
Achievable Freq                                                            0.365 GHz
Final setup viols                                                                  0
Count of final max-slew check failures                                             0
Final critical-path share of the clock period                                  0.473
Final worst setup slack                                                      3.06 ns
Sum of negative setup slack                                                     0 ns
Min Tclk post-route                                                          2.74 ns
Endpoints failing hold                                                             0
Slew at the pin with the worst max-slew slack                               0.843 ns
Unrepaired setup endpoints after global routing                                   no
Worst hold slack                                                            0.483 ns
Post-route clock skew                                                     0.00103 ns

DRT
------------------------------------------------------------------------------------
Highest metal layer with signal wires                                           met4
Metal-1 WL                                                                   2.09 mm
Detailed-route wire length                                                   3.85 mm
Violation tally from detailed-route iteration zero                               111
Length of routed met2 wiring                                                 1.52 mm
Total DRC errors in the routed layout                                              0
# diodes                                                                           0
Wirelength per Cell                                                          12.8 um
Length of routed met3 wiring                                                  167 um
Via density per instance                                                        5.16
Number of optimization iterations in the first detailed-route pass                 4
Count of nets left with antenna violations after detail routing                    0
Routed vias                                                                    1,549

PLACED DESIGN
------------------------------------------------------------------------------------
Post-placement cell area                                                   2210 um^2
Number of input and output port buffers inserted                                  10
Global placement routability congestion                                        0.844
Worst slack, placed                                                          3.10 ns
HPWL after DPL                                                               2.63 mm

SETUP PATH
------------------------------------------------------------------------------------
Crit Path Class                                                           reg -> reg
Startpoint class of the critical path                                       register
Register-to-register setup slack                                             3.06 ns
Slowest stage delay, CP                                                      0.71 ns
Cell family with most CP delay                                          AND-OR/OR-AND gates
Worst path cell trace                                                   nor2b_1 > a21oi_1 > o32a_1 > a31oi_1
CP max stage cell                                                       sky130_fd_sc_hd__a31oi_1
Endpoint class of the critical path                                         register
Arrival time reported for the critical path endpoint                         2.62 ns
Max Fanout on Critical Path                                                       15
Endpoint required time on the critical path                                  5.68 ns
Count of buffering cells on the critical path with inverters included              0

HOLD PATH
------------------------------------------------------------------------------------
Class of the tightest hold or removal check                               reg -> reg

CELLS AND AREA
------------------------------------------------------------------------------------
Post-route core utilization                                                    0.355
Final non-filler cell area                                                 2300 um^2
Area growth from synthesis to layout                                           11.0%
Filler Cell Count                                                                642
Share of cells above drive strength 1                                         0.0628

RUN
------------------------------------------------------------------------------------
Max-cap violations                                                                 0
Number of warnings in the stage logs                                              76

FLOORPLANNING
------------------------------------------------------------------------------------
Number of ports placed on the die boundary                                        21
Standard cell core area                                                    6490 um^2
Height of the chip                                                           85.2 um
Total Die Area                                                             7250 um^2
Core Density at Floorplan                                                      0.319
Standard-cell row count                                                           29
X dimension of the die                                                       85.2 um

-- final timing paths --
kind / from / cells past startpoint / end
setup reg to reg: lcd_ctrl.step[2]$_DFF_P_ / 4 / lcd_ctrl.lcd_data[7]$_DFFE_PP_
setup / recovery: lcd_ctrl.step[2]$_DFF_P_ / 4 / lcd_ctrl.lcd_data[7]$_DFFE_PP_
hold reg to reg: lcd_ctrl.step[20]$_DFF_P_ / 1 / lcd_ctrl.step[20]$_DFF_P_
hold / removal: lcd_ctrl.step[20]$_DFF_P_ / 1 / lcd_ctrl.step[20]$_DFF_P_
-- per-layer routing --
layer,global-route usage,vias to the layer above
met5,0,-
met4,0.0216,0
met2,0.162,33
met1,0.192,718
met3,0.0286,9
li1,-,789
-- worst reg2reg max path, stage by stage (launching register included) --
cell,delay (ns)
sky130_fd_sc_hd__dfxtp_1,0.65
sky130_fd_sc_hd__nor2b_1,0.46
sky130_fd_sc_hd__a21oi_1,0.13
sky130_fd_sc_hd__o32a_1,0.41
sky130_fd_sc_hd__a31oi_1,0.71
-- power by group through the flow --
stage | Sequential (uW) | Clock (uW) | Combinational (uW)
after CTS | 297 | 201 | 0.000296
after global routing | 297 | 218 | 0.000296
final | 297 | 159 | 0.000296
-- cells in the final DEF, fill, tap and decap left out, types with 7 or more instances in the layout --
cell                              synthesis  layout
sky130_fd_sc_hd__dfxtp_1                 33      33
sky130_fd_sc_hd__xnor2_1                 25      25
sky130_fd_sc_hd__nand2_1                 21      21
sky130_fd_sc_hd__nand3_1                 18      18
sky130_fd_sc_hd__nand4_1                 10      10
sky130_fd_sc_hd__clkdlybuf4s50_1          0      10
sky130_fd_sc_hd__edfxtp_1                 9       9
sky130_fd_sc_hd__a21oi_1                  8       8
sky130_fd_sc_hd__nor2_1                   7       7
-- cell families (layout without fill, tap and decap cells) --
logic type / Yosys count / after routing / synth area share
buf+inv: 18 / 23 / 0.0392
fa+ha+maj: 3 / 3 / 0.0181
compound gates: 31 / 31 / 0.0959
simple gates: 94 / 94 / 0.271
xor+xnor: 30 / 30 / 0.127
flops: 42 / 42 / 0.449
-- cell type report --
cell class	count	area, um^2	area share
clock inverter	2	12.5	0.00543
sequential	42	931	0.404
inverter	5	18.8	0.00815
timing repair buffer	10	100	0.0435
tap	77	96.3	0.0418
multi-input combinational	158	1060	0.461
clock buffer	6	82.6	0.0359
-- state kept, by name, summed over array words and instances, names as in the netlist --
register	cells
lcd_ctrl.step	32
lcd_ctrl.lcd_data	8
lcd_ctrl.lcd_enable	1
lcd_ctrl.lcd_reset	1
-- per-stage QoR --
stage                     power (uW)  instances
after floorplan                  303        218
after global placement           303        292
after detailed placement         303        292
after CTS                        497        300
after global routing             515        300
final                            456        300
Power and IR drop assume default switching activity.
